<file path="./config.mk">
export PLATFORM = sky130hd
export DESIGN_NAME = Car_FSM
export DESIGN_NICKNAME = Car_FSM
export VERILOG_FILES = /design/flow/design.v
export SDC_FILE = /design/flow/constraint.sdc
export NUM_CORES = 4
export LEC_CHECK = 1
export CORE_UTILIZATION = 30
</file>
<file path="./constraint.sdc">
current_design Car_FSM

set clk_period 3.7
set clk_io_pct 0.2

create_clock -name clk0 -period $clk_period [get_ports {clk}]

set non_clock_inputs [all_inputs -no_clocks]
set_input_delay [expr $clk_period * $clk_io_pct] -clock clk0 $non_clock_inputs
set_output_delay [expr $clk_period * $clk_io_pct] -clock clk0 [all_outputs]
</file>
<file path="./design.v">
`timescale 1ns / 1ps
module Car_FSM(
    input clk,
    input rst,
    input right,
    input left,
    output reg [2:0] rightLED,
    output reg [2:0] leftLED
    );
 reg [25:0] clkDiv; 
 parameter noTurn = 3'b000; 
 parameter leftOne = 3'b001, leftThree = 3'b010, leftSeven = 3'b011;  
 parameter rightOne = 3'b100, rightThree = 3'b101, rightSeven = 3'b110;  
 reg [2:0] presentState, nextState;
 initial begin 
    clkDiv <= 0; 
 end 
always @(posedge clk)                   
  begin
      clkDiv <= clkDiv + 1; 
  end
 always @(posedge clkDiv[25], posedge rst)      
    begin 
        if(rst) 
            presentState <= noTurn; 
        else 
            presentState <= nextState;
    end 
always @(presentState, right, left)              
    begin 
        case(presentState)
            noTurn: 
                if(left ^ right == 0) 
                    nextState <= noTurn; 
                else if(left && ~right) 
                    nextState <= leftOne; 
                else if(~left && right)
                    nextState <= rightOne;
            leftOne: 
                nextState <= (left && ~right)? leftThree: noTurn; 
            leftThree: 
                nextState <= (left && ~right)? leftSeven: noTurn; 
            leftSeven: 
                nextState <= noTurn; 
            rightOne: 
                nextState <= (~left && right)? rightThree: noTurn; 
            rightThree: 
                nextState <= (~left && right)? rightSeven: noTurn; 
            rightSeven: 
                nextState <= noTurn;
        endcase 
    end 
always @(presentState)                                                   
    begin
        case(presentState)
            noTurn: 
                begin 
                    rightLED <= 3'b000; 
                    leftLED <= 3'b000; 
                end 
            leftOne: 
                begin 
                     rightLED <= 3'b000; 
                     leftLED <= 3'b001; 
                end      
            leftThree: 
                begin
                    rightLED <= 3'b000; 
                    leftLED <= 3'b011; 
                end      
            leftSeven: 
                begin 
                    rightLED <= 3'b000; 
                    leftLED <= 3'b111; 
                end 
            rightOne: 
                begin 
                    rightLED <= 3'b100; 
                    leftLED <= 3'b000; 
                end
            rightThree: 
                begin 
                    rightLED <= 3'b110;
                    leftLED <= 3'b000; 
                end 
            rightSeven: begin 
                    rightLED <= 3'b111; 
                    leftLED <= 3'b000; 
                end             
        endcase     
    end 
endmodule
</file>
<file path="./run.sh">
#!/bin/bash
# OpenROAD 26Q1-2900-gdf79404cd8, Yosys 0.63+post, stock flow scripts
make -C /OpenROAD-flow-scripts/flow DESIGN_CONFIG=/design/flow/config.mk WORK_HOME=/design/flow/orfs finish
</file>
==> out/summary.txt <==
Area after DPL: 1585 um2
Post-DRT Antenna Nets: 0
Chip Width: 71.32 um
Logic pwr share: 1.7%
CTS tree: done
first-pass GRT wire length: 3477 um
H-Tree Depth: 1
Rel. slew slack: 71.55%
Post-route DRC: 0
Ys Warns: 1
hold path start: clkDiv[0]
Core Util, Final: 37.02%
Setup Viol. Count Final: 0
Clock Latency Late Sink: 260 ps
Bufs on Longest Clock Path: 2
Post-Syn Instances: 138
Hold Slack: 451.4 ps
full die area: 5086 um2
total power: 0.5157 mW
vias in the first global route: 810
Max-Cap Viols: 0
Clock Power Share: 44.1%
clk_skew: 5.344 ps
PostCTS Resize Cnt: 0
post-synth top area cell: dfxtp_1
register pins left without a clock: 12
WP data required: 3860 ps
post-route minimum period: 1445 ps
Top FF cell, synth: dfxtp_1
layout cells sized above 1: 8.108%
tool warnings: 28
top cells by count: 26 x dfxtp_1, 17 x xnor2_1, 15 x nand3_1
largest net degree at the start of global routing: 16
Seq pwr share: 54.2%
switching share of power: 16.83%
IO Count: 10
Placer Congestion: 0.7390
main area contributors: dfxtp_1 36%, xnor2_1 10%, dlxtn_1 9.4%
RSZ-0062 raised after global routing: false
R2R Setup Slk: 2260 ps
TritonCTS buffer count: 3
Worst Max-Slew Pin Slew: 425.2 ps
met1 GRT Util: 13.51%
Int Pwr: 0.4289 mW
CP Capture Type: register
antenna violations before repair: 0
power per cell area: 311.3 nW/um2
Post-Syn Area: 1441 um2
met2 usage: 12.49%
count leader, synth: dfxtp_1
Sw Pwr: 0.08678 mW
Critical Path Start Type: register
TritonRoute pass-1 iters: 23
Max rail drop VDD: 0.0002231 V
cts hold-fix bufs: 0
WS Path Type: reg -> reg
endpoints failing hold: 0
Post-CTS Setup Bufs: 0
fin crit share: 39.05%
WL/cell: 9.675 um
final worst slack: 2255 ps
# fillers: 431
worst reg2reg path startpoint: clkDiv[0]
setup_tns: 0 ps
R2R cell count: 5
Clock transition at path regs: 90 ps
area grow syn2layout: 14.93%
synthesized chip area reported by yosys: 1441 um2
grt total ovfl: 0
Worst EP arrival: 1610 ps
core area: 4474 um2
row cnt: 24
drt via density: 4.565
Vias: 913
pre-CTS WS: 2234 ps
Mapped Avg Cell Area: 10.44 um2
Final Cell Area: 1657 um2
hold worst-path end: clkDiv[0]
endpoints left unconstrained: 18
final std cells w/o fill: 200
WHS Path Cells: 1
RR Endpoint: clkDiv[24]
final slew viol count: 0
hold crit path type: reg -> reg
DP HPWL: 1442 um
Die Y: 71.32 um
synthesis-stage register bit count: 38
distinct lib cells: 28
layer with the highest usage: met1
ys async rst share: 7.895%
max frequency: 692.1 MHz
Initial DRC Count: 25
crit path max fanout: 5
status: finished clean
# port buffers: 9
met3 GRT Util: 1.427%
clk root buf: clkbuf_8
FP Util: 32.21%
final WL: 1935 um
Pleak: 0.6541 nW
Yosys top cell area share: 36.11%
# diodes: 0
EDFF count, synth: 0
Yosys Instances: 138
Placed Cells: 196
GRT Total Usage: 8.359%
[sequential cells by signal, indices dropped and copies added, names as in the netlist]
name,cells
clkDiv,26
leftLED,3
nextState,3
presentState,3
rightLED,3
[cell usage in the layout, fill, tap and decap left out]
cell             instances
dfxtp_1                 26
nand3_4                  1
nand4b_1                 1
clkbuf_8                 3
dfrtp_1                  3
nor4_4                   1
o21ai_0                  3
nand2b_1                 1
nand4_1                  5
and3b_1                  1
inv_1                    6
nor2_1                   9
nand3_2                  1
and3_1                   4
nor3_2                   1
ha_1                     4
bufinv_16                1
nor3_4                   1
clkdlybuf4s50_1          9
xor2_1                   8
dlxtn_1                  9
and2_1                   2
o2bb2ai_1                1
nor4_2                   1
xnor2_1                 17
nor2b_1                  1
and4_1                   1
nand4_4                  2
nand3_1                 15
nand2_1                 10
[how the worst max path moves through the flow]
stage / start / endpoint / slack [ps] / cells after the start
after CTS: clkDiv[0] / clkDiv[24] / 2220 / 5
after global routing: clkDiv[0] / clkDiv[24] / 2120 / 5
final: clkDiv[0] / clkDiv[24] / 2260 / 5
[power groups by stage]
stage	Combinational (mW)	Sequential, mW	Clock [mW]
after CTS	0.00879	0.280	0.235
after global routing	0.00970	0.280	0.251
final	0.00862	0.280	0.227
[worst max-delay path, stage by stage (launching register included)]
cell	delay [ps]
dfxtp_1	420
ha_1	230
nand3_2	170
nor3_2	240
nand4_1	140
xnor2_1	150
[cell type report]
class	count	area (um2)	share of cell area (%)
flip-flops and latches	38	730.7	44.11
multi-input cells	91	676.9	40.86
repair buffers	9	90.09	5.438
well taps	52	65.06	3.927
clock buffers	3	41.29	2.492
clock inverters	1	30.03	1.813
inverters	6	22.52	1.360
[cells by family (layout without fill, tap and decap cells)]
group | after synthesis | after routing | share of synthesized area [%]
AND/OR/NAND/NOR | 58 | 58 | 26.65
flip-flops | 29 | 29 | 41.32
XOR/XNOR | 25 | 25 | 15.19
buffers and inverters | 9 | 19 | 2.344
latches | 9 | 9 | 9.375
adder cells (fa/ha/maj) | 4 | 4 | 3.472
AND-OR/OR-AND | 4 | 4 | 1.649
[layer usage]
layer / vias up / share of wire (%)
met3: 0 / 3.2
met2: 13 / 42
met1: 415 / 54
met5: - / 0
met4: 0 / 0
li1: 485 / -
Power figures rest on the tool's default switching activity, not on a simulated workload.
