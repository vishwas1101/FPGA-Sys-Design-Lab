===== run.sh =====
#!/bin/bash
# OpenROAD 26Q1-2900-gdf79404cd8, Yosys 0.63+post, stock flow scripts
make -C /OpenROAD-flow-scripts/flow DESIGN_CONFIG=/design/flow/config.mk WORK_HOME=/design/flow/orfs finish

===== config.mk =====
export PLATFORM = sky130hd
export DESIGN_NAME = main
export DESIGN_NICKNAME = main
export VERILOG_FILES = /design/flow/design.v
export SDC_FILE = /design/flow/constraint.sdc
export NUM_CORES = 4
export LEC_CHECK = 1
export CORE_AREA = 10 10 93 93
export DIE_AREA = 0 0 103 103

===== constraint.sdc =====
current_design main

set clk_period 3.4
set clk_io_pct 0.2

create_clock -name clk0 -period $clk_period [get_ports {clk}]

set non_clock_inputs [all_inputs -no_clocks]
set_input_delay [expr $clk_period * $clk_io_pct] -clock clk0 $non_clock_inputs
set_output_delay [expr $clk_period * $clk_io_pct] -clock clk0 [all_outputs]

===== design.v =====
`timescale 1ns / 1ps
module Debounce(
    input clkDiv190,
    input din,
    input rst,
    output dout
    );
reg A, B, C;
always @(posedge clkDiv190, posedge rst)
    begin 
    if(rst)
        begin 
        A<=0;
        B<=0;
        C<=0;
        end
    else
        begin
        A <= din;
        B <= A; 
        C <= B;
        end
    end 
assign dout = A & B & ~C; 
endmodule
`timescale 1ns / 1ps
`timescale 1ns / 1ps
module clkDiv(
    input clk,
    input rst,
    output clkDiv190
    );
reg [18:0] clkDivision;
initial
   begin
         clkDivision <= 0;
    end 
always @(posedge clk, posedge rst)
     begin
     if(rst)
        clkDivision <= 0;
     else
        clkDivision <= clkDivision + 1; 
     end
assign clkDiv190 = clkDivision[18];
endmodule
`timescale 1ns / 1ps
module main(
    input clk,
    input rst,
    input R1,
    input R2,
    input Enter,
    output Release_2,
    output Release_3,
    output Error
    );
wire Clk190;
wire ClkFSM;
assign keyPress = R1 | R2 | Enter;
clkDiv clk_division(clk, rst, clk190);
Debounce db(clk190, keyPress, rst, clkFSM);
vendingMachineFSM fsm(clkFSM, rst, R1, R2, Enter, Release_2, Release_3, Error);
endmodule
`timescale 1ns / 1ps
module vendingMachineFSM(
    input clk,
    input rst,
    input R1,
    input R2,
    input Enter,
    output reg Release_2,
    output reg Release_3,
    output reg Error
    );
parameter zeroRupees = 2'b00; 
parameter oneRupees = 2'b01; 
parameter twoRupees = 2'b10;
parameter threeRupees = 2'b11;
reg [1:0] presentState, nextState; 
always @(posedge clk, posedge rst)
    begin 
        if(rst)
            presentState <= zeroRupees; 
        else 
            presentState <= nextState; 
    end
always @(presentState, R1, R2)
    begin
        case(presentState)
        zeroRupees: 
            nextState <= (R1 & ~R2)? oneRupees: (~R1 & R2)? twoRupees: zeroRupees;
        oneRupees: 
            nextState <= (R1 & ~R2)? twoRupees: (~R1 & R2)? threeRupees: oneRupees; 
        twoRupees: 
            nextState <= ((R1 & ~R2) | (~R1 & R2)) ? threeRupees: twoRupees; 
        threeRupees: 
            nextState <= threeRupees; 
        endcase
    end 
always @(presentState, Enter)
    begin 
        case(presentState) 
            zeroRupees: 
                begin
                   if(Enter)
                    begin
                    Error <= 1'b1; 
                    Release_2 <= 1'b0;
                    Release_3 <= 1'b0;
                   end 
                end 
            oneRupees: 
                begin
                    if(Enter)
                    begin
                    Error <= 1'b1; 
                    Release_2 <= 1'b0;
                    Release_3 <= 1'b0;
                   end 
                end 
             twoRupees: 
                begin
                    if(Enter)
                    begin
                    Error <= 1'b0; 
                    Release_2 <= 1'b1;
                    Release_3 <= 1'b0;
                   end 
                end 
             threeRupees: 
                begin
                   if(Enter)
                    begin
                    Error <= 1'b0; 
                    Release_2 <= 1'b0;
                    Release_3 <= 1'b1;
                   end 
                end 
             default: 
                begin 
                    Error <= 1'b0; 
                    Release_2 <= 1'b0;
                    Release_3 <= 1'b0;
                end     
         endcase
    end 
endmodule

==> results_slide.txt <==
Synthesis and Place & Route Summary

Clocking
  • Gates resized, CTS repair: 0
  • Latency at later pin: 0.25 ns
  • CTS Buffer Depth: 2
  • Clock tree root buffer cell: clkbuf_8
  • Post-CTS Setup Inserts: 0
  • TritonCTS clock tree: done
  • Clock transition at the registers of the reported paths: roughly 0.07 ns
  • CTS Buf Count: 3
  • H-tree level count: 1
  • Hold-fix buffers at CTS: 0

Setup path
  • Worst Setup SP: clk_division.clkDivision[0]
  • Critical path fanouts, max: 5
  • R2r startpoint: clk_division.clkDivision[0]
  • Worst reg2reg setup slack: about 1.8 ns
  • Worst setup path end: clk_division.clkDivision[12]
  • CP Capture Type: flop
  • Register-to-Register Path Depth: 5
  • CP Class: reg2reg
  • Req. time, crit path: 3.54 ns
  • Worst reg2reg endpoint: clk_division.clkDivision[12]
  • Arr. time, crit path: roughly 1.7 ns
  • Setup crit start kind: flop

Routing
  • WL/cell: 8.65 µm
  • Routed WL: 1620 µm
  • Pre-antenna DRT Iters: 4
  • DR iter-0 viols: 21
  • DRT antenna net count: 0
  • Remaining DRCs: 0
  • Vias post-DR: 682
  • Antenna fix cells: 0
  • DR vias/cell: roughly 3.6

Yosys
  • Mapped cell area: 1160 µm²
  • Top cell area share: around 54%
  • Post-synth regs: 29
  • List of most frequent post-synthesis cells: 25 x dfrtp_1, 11 x xnor2_1, 7 x inv_1, 7 x nand3_1, 6 x nand2_1
  • Mean area per synthesized cell: 12.2 µm²
  • Yosys stat chip area: 1160 µm²
  • Largest area contributor in the netlist: dfrtp_1
  • Post-Syn Instances: around 95
  • Async SR Flop Fraction: around nine tenths
  • Area contributors post-synth: dfrtp_1 54%, xnor2_1 8.3%, ha_1 4.3%
  • Dominant flop cell: dfrtp_1
  • Cell Type Count: 25
  • Synth top cell by count: dfrtp_1
  • Flip-flops with a built-in enable: 0
  • Yosys stat cell total: 95
  • Ys Warns: 6

Placed design
  • DP Area: 1340 µm²
  • Post-Place Worst Slack: 1.75 ns
  • PortBufs: 7
  • RD Place Congestion: 0.777
  • Dpl hpwl: roughly 1200 µm

Global route
  • Vias in the first global route: 670
  • Gr usage total: 3.20%
  • Initial antenna violation count: 0
  • Grt total ovfl: 0
  • Largest net degree at the start of global routing: 15
  • First-pass GRT wire length: 2830 µm

Timing
  • Register pins left without a clock: 10
  • Final-report max-slew violation count: 0
  • Final period util: around 46%
  • Slew HR: 66.9%
  • Final Skew: 0.00740 ns
  • Final worst path period need: 1.56 ns
  • Final Worst Setup Slack: roughly 1.8 ns
  • Max Clk Rate: 642 MHz
  • Number of unconstrained endpoints: 13
  • Final setup viols: 0
  • Least-Margin Pin Slew: between 0.4 and 0.5 ns
  • Setup TNS Final: 0 ns
  • Final Hold Viols: 0
  • WHS: 0.480 ns
  • RSZ-0062 raised after global routing: false

Floorplan
  • DIE WIDTH: 103 µm
  • Core area: 6760 µm²
  • IO Count: 8
  • Die Span Y: 103 µm
  • Site row count: 30
  • Fp util: between 10% and 20%
  • DIE AREA: 10,600 µm²

Power
  • PnR Total Power: 0.000396 W
  • Power density of the placed cells: 287 nW/µm²
  • VDD IR max: 0.000277 V
  • Leak: 0.606 nW

Layout
  • Register area: between 600 and 700 µm²
  • Share of cells above drive strength 1: 11.2%
  • Layout area overhead: 19.2%
  • Design Area, Final: 1380 µm²
  • MI comb area: between 400 and 500 µm²
  • Filler Cells Inserted: 747

Worst hold path
  • Worst min path class: reg2reg

Job
  • Max-cap viol count: 0
  • OpenROAD warnings: 27

Run status
  • Status: finished, final reports clean
critical path, stage by stage (launching register included):
cell	delay, ns
dfrtp_1	0.39
ha_1	0.20
nand3_1	0.15
nor3_2	0.39
nand4_1	0.17
xnor2_1	0.14
cell families after synthesis:
family,Yosys count,synth area share (%)
buf+inv,7,2.27
flops,26,56.3
xor+xnor,17,13.5
compound gates,5,3.14
fa+ha+maj,4,4.32
simple gates,33,16.5
latches,3,3.89
routing by layer:
metal / vias up / global-route usage (%) / share of wire [%]
met5: - / 0 / 0
met4: 0 / 0.321 / 0.62
met3: 2 / 0.948 / 4.1
met2: 11 / 5.12 / 44
met1: 330 / 4.36 / 51
li1: 339 / - / -
where the power goes:
part	internal (W)	leakage [nW]	switching, W
Sequential	0.000227	0.357	0
Clock	0.0000831	0.0228	0.0000690
Combinational	0.00000691	0.227	0.00000980
Total	0.000317	0.606	0.0000788
through the flow:
step / utilization, % / instances
2_1_floorplan: - / 95
3_3_place_gp: 19.8 / 183
3_5_place_dp: 19.8 / 183
5_1_grt: 20.4 / 187
4_1_cts: 20.4 / 187
6_report: 20.4 / 187
sequential cells by signal, summed over array words and instances (netlist names):
name                      cells
db.B                          1
fsm.presentState              4
clk_division.clkDivision     19
db.A                          1
db.C                          1
fsm.Release_3                 1
fsm.Error                     1
fsm.Release_2                 1
layout make-up:
| cell class | instances | area share (%) |
|---|---|---|
| Clock buffer | 4 | 3.26 |
| Multi-Input combinational cell | 59 | 31.5 |
| Tap cell | 80 | 7.25 |
| Timing Repair Buffer | 8 | 5.62 |
| Inverter | 7 | 1.90 |
| Sequential cell | 29 | 50.5 |
how the worst min path moves through the flow:
| stage | startpoint | endpoint | cells past startpoint |
|---|---|---|---|
| after CTS | clk_division.clkDivision[8] | clk_division.clkDivision[8] | 1 |
| after global routing | clk_division.clkDivision[12] | clk_division.clkDivision[12] | 1 |
| final | clk_division.clkDivision[8] | clk_division.clkDivision[8] | 1 |
cells in the final DEF (no fill, tap or decap):
| cell | count |
|---|---|
| xnor2_2 | 1 |
| clkbuf_8 | 3 |
| nand2b_4 | 1 |
| o41ai_1 | 1 |
| nand3_1 | 7 |
| dlxtn_1 | 3 |
| or3_4 | 1 |
| and3_1 | 1 |
| nand2_1 | 6 |
| dfrtp_1 | 25 |
| o21ai_0 | 2 |
| clkdlybuf4s50_1 | 7 |
| buf_4 | 1 |
| xor2_1 | 5 |
| clkbuf_1 | 1 |
| nor2b_2 | 1 |
| nand4_1 | 5 |
| nor2b_1 | 1 |
| and4_1 | 1 |
| ha_1 | 4 |
| a22oi_1 | 1 |
| nor3_2 | 1 |
| inv_1 | 7 |
| xnor2_1 | 11 |
| a221o_1 | 1 |
| dfstp_2 | 1 |
| nand2b_1 | 1 |
| nor2_1 | 5 |
| nor2_2 | 2 |
No activity file was given, so power comes from the tool's default toggle rates.
