<file path="flow/run.sh">
#!/bin/bash
# OpenROAD 26Q1-2900-gdf79404cd8, Yosys 0.63+post, stock flow scripts
make -C /OpenROAD-flow-scripts/flow DESIGN_CONFIG=/design/flow/config.mk WORK_HOME=/design/flow/orfs finish
</file>
<file path="flow/constraint.sdc">
current_design alu

set clk_period 7.6
set clk_io_pct 0.2

create_clock -name clk0 -period $clk_period

set non_clock_inputs [all_inputs -no_clocks]
set_input_delay [expr $clk_period * $clk_io_pct] -clock clk0 $non_clock_inputs
set_output_delay [expr $clk_period * $clk_io_pct] -clock clk0 [all_outputs]
</file>
<file path="flow/design.v">
`timescale 1ns / 1ps
module alu(
    input [7:0] A,
    input [7:0] B,
    input [2:0] in,
    output reg [15:0] Y
    );
reg [15:0]mask = 16'b00000000_11111111;
always@(A or B or in)
    begin
        case(in)
            3'b000: Y <= A+B;
            3'b001: Y <= A-B;
            3'b010: Y <= A*B;
            3'b011: Y <= (A+1)&mask;
            3'b100: Y <= (A<<B)&mask;
            3'b101: Y <= (A&B)&mask;
            3'b110: Y <= (A|B)&mask;
            3'b111: Y <= (A^B)&mask;
        endcase
    end
endmodule
</file>
<file path="flow/config.mk">
export PLATFORM = sky130hd
export DESIGN_NAME = alu
export DESIGN_NICKNAME = alu
export VERILOG_FILES = /design/flow/design.v
export SDC_FILE = /design/flow/constraint.sdc
export NUM_CORES = 4
export LEC_CHECK = 1
export CORE_UTILIZATION = 40
</file>
==> reports/results.md <==
| Item | Reported |
|:---|:---|
| Global-route wire length before repair | 18,200 um |
| Total cells reported by yosys after synthesis | 478 |
| Diode count | 0 |
| Detailed Route WL | 10,700 um |
| Rows | 34 |
| Die W | 96.7 um |
| Yosys top cell by area | ha_1 |
| Maximum capacitance violations | 0 |
| Pin count of the biggest net entering global routing | 33 |
| Sequential share of the synthesized area | 0% |
| Routability Congestion | 1.00 |
| Sum of overflow across all layers after global routing | 0 |
| Crit path kind | primary input to primary output |
| Final ANT Viol Nets | 0 |
| Uppermost layer routed | met4 |
| VDD IR max | 0.000169 V |
| Half-perimeter wire length of the detailed placement result | 8970 um |
| Crit path capture type | primary output |
| Power share of the clock group | 0% |
| Leading cell type by number of instances after synthesis | inv_1 |
| Final core area utilization | 53.5% |
| Count of pins on the block boundary | 35 |
| Top cell area share | 21.3% |
| Starting density of the core | 41.3% |
| Int Pwr | 0.000337 W |
| Layout filler cell count | 837 |
| CP Capture Point | Y[7] |
| Combinational cell fraction of total power | 100.0% |
| Final count of pins violating max slew | 0 |
| Final setup TNS | 0 ns |
| GRT Resource Usage Total | 24.5% |
| Antenna violations before repair | 0 |
| Net switching power | 0.000335 W |
| Number of hold buffers added after cts | 0 |
| Total tool warning count | 48 |
| Prevailing logic family in the synthesized netlist | adder cells |
| Power per Cell Area | 145 nW/um^2 |
| Lkg Pwr | 2.27 nW |
| Number of endpoints failing setup at the final stage | 0 |
| Synth top area cells | ha_1, fa_1, inv_1 |
| Seq_cells | 0 |
| Synthesis-to-layout area growth | 29.5% |
| Switching share of total power | 49.9% |
| Number of clock buffer instances in the layout | 0 |
| Hold Crit Class | primary input to primary output |
| Met2 WL post-DR | 4870 um |
| Final worst path period need | 7.42 ns |
| Vias in the first global route | 3,590 |
| Category of the worst setup path launch point | primary input |
| Total DRC errors in the routed layout | 0 |
| Number of warnings issued by yosys | 1 |
| Final worst-path setup slack | 0.175 ns |
| Routed met3 length | 460 um |
| Buffers on Ports | 35 |
| Post-synthesis instance area | 3580 sq um |
| Pre-CTS worst setup slack | -0.380 ns |
| Detailed Routing Iterations Pass 1 | 5 |
| Tightest Pin Transition | 0.688 ns |
| Normalized max-slew margin | 53.8% |
| Post-synth top cells | inv_1, nor2_1, ha_1 |
| Origin of the worst setup path | A[0] |
| Avg Inst Size Synth | 7.50 sq um |
| Worst path arrival time | 5.90 ns |
| Via count | 3,653 |
| Post-Synth XOR/XNOR Area | 3.67% |
| Post-synthesis instance total | 478 |
| Worst hold stages | 6 |
| Simple-gate share of the synthesized area | 19.1% |
| Worst-case hold slack | 3.92 ns |
| Final Hold Viols | 0 |
| Number of distinct standard cells referenced by the synthesized netlist | 55 |
| Post-synthesis chip area from yosys | 3580 sq um |
| Aoi share | 20.6% |
| Routed length on met1 | 5140 um |
| Required time of the critical path | 6.08 ns |
| Max Clk Rate | 135 MHz |
| Core ar. | 8680 sq um |
| Top fanout value on the critical path | 5 |
| Post-synthesis adder-cell area fraction | 42.5% |
| Fraction of final layout cells with drive strength greater than 1 | 22.4% |
| Die Area | 9340 sq um |
| Average wire length per cell after detail routing | 15.7 um |
| Fin crit share | 97.7% |
| Status | completed |
| Avg Vias per Cell | 5.38 |
| Synth mux share | 4.22% |
| Share of power burned in registers | 0% |
| Starting DRC count in detailed routing | 181 |
| Die Span Y | 96.7 um |
| Sequential cell area in the final layout | 0 sq um |
## how the worst min path moves through the flow
stage,startpoint,to,slack (ns)
after CTS,B[4],Y[0],4.09
after global routing,B[4],Y[0],3.96
final,B[4],Y[0],3.92
## logic make-up after synthesis
family | Yosys count
compound gates | 111
xor+xnor | 15
fa+ha+maj | 99
buf+inv | 92
mux | 15
simple gates | 146
## worst max-delay path: stages
cell	delay (ns)
clkdlybuf4s15_1	0.26
nand2_1	0.11
fa_1	0.51
fa_1	0.56
inv_1	0.06
fa_1	0.53
inv_1	0.05
fa_1	0.52
inv_1	0.06
ha_4	0.29
nand2_1	0.06
o21ai_2	0.18
buf_4	0.14
a21o_1	0.11
o211ai_1	0.12
or3_1	0.39
clkdlybuf4s50_1	0.41
## cells in the final DEF (no fill, tap or decap), types with 4 or more instances in the layout
cell | synthesis | routed
nand3_1 | 7 | 7
o31ai_1 | 4 | 4
nand2b_1 | 11 | 11
inv_1 | 71 | 61
clkdlybuf4s50_1 | 0 | 20
ha_1 | 61 | 57
o21a_1 | 6 | 6
o21ai_0 | 24 | 17
a21oi_1 | 25 | 22
nor2_2 | 0 | 10
mux2i_1 | 14 | 14
nor2_1 | 64 | 54
xor2_1 | 5 | 5
nor3_1 | 9 | 8
buf_4 | 1 | 71
nor2b_1 | 5 | 5
a22oi_1 | 6 | 6
inv_2 | 2 | 12
o22ai_1 | 8 | 8
clkbuf_2 | 0 | 7
nand2_1 | 30 | 30
o21ai_1 | 2 | 8
xnor2_1 | 10 | 10
clkdlybuf4s15_1 | 0 | 5
or3_1 | 4 | 4
o211ai_1 | 6 | 6
fa_1 | 38 | 36
## metrics by stage
step	instances	area (sq um)	total power [W]
finish	679	4640	0.000672
global route	679	4640	0.000768
CTS	675	4580	0.000665
detailed placement	672	4500	0.000620
global placement	672	4500	0.000619
floorplan	478	3580	0.000389
## what timing repair did
action	4_1_cts	5_1_grt
pin swaps	10	7
buffers inserted	3	4
resized	43	41
setup endpoints to repair	11	10
## power by group through the flow
stage / clock network (W) / registers, W / logic [W]
CTS: 0 / 0 / 0.000665
global route: 0 / 0 / 0.000768
finish: 0 / 0 / 0.000672
## per-layer routing
metal,track usage (%),vias up
met1,38.3,1722
met5,0,-
met3,1.91,16
met4,3.44,0
met2,39.0,97
li1,-,1818
## final cells by class
type               instances  area, sq um  area share (%)
well taps                108          135            2.91
inverters                 77          298            6.42
multi-input cells        386         3340            72.0
repair buffers           108          867            18.7
Power figures rest on the tool's default switching activity, not on a simulated workload.
